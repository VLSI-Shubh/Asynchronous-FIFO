File: flow/config.mk
export PLATFORM = sky130hd
export DESIGN_NAME = fifo_async
export DESIGN_NICKNAME = fifo_async
export VERILOG_FILES = /design/flow/design.v
export SDC_FILE = /design/flow/constraint.sdc
export NUM_CORES = 4
export LEC_CHECK = 1
export CORE_UTILIZATION = 50
File: flow/constraint.sdc
current_design fifo_async

set clk_period 2.8
set clk_io_pct 0.2

create_clock -name clk0 -period $clk_period [get_ports {clk_rd}]
create_clock -name clk1 -period $clk_period [get_ports {clk_wr}]

set non_clock_inputs [all_inputs -no_clocks]
set_input_delay [expr $clk_period * $clk_io_pct] -clock clk0 $non_clock_inputs
set_output_delay [expr $clk_period * $clk_io_pct] -clock clk0 [all_outputs]
File: flow/design.v
module fifo_async #(
    parameter depth = 8,
    parameter width = 8
) (
    input [width-1 : 0] data_in,
    input clk_wr, clk_rd, rst_wr, rst_rd,rd, wr,
    output reg [width-1:0] data_out, 
    output full, empty
);
    reg [width-1 : 0] fifo [0 : depth-1];
    localparam ptr_depth = $clog2(depth); 
    reg [ptr_depth : 0] wr_ptr_bin,wr_ptr_s1,wr_ptr_s2;
    reg [ptr_depth : 0] rd_ptr_bin,rd_ptr_s1,rd_ptr_s2;
    wire [ptr_depth : 0]wr_ptr_gray,rd_ptr_gray;
    assign wr_ptr_gray = wr_ptr_bin ^ (wr_ptr_bin >> 1);
    assign rd_ptr_gray = rd_ptr_bin ^ (rd_ptr_bin >> 1);
    always @(posedge clk_wr or posedge rst_wr) begin
        if (rst_wr) begin
            wr_ptr_bin <= 0;
        end else begin
            if (wr && !full) begin
                fifo[wr_ptr_bin[ptr_depth-1 : 0]] <= data_in;
                wr_ptr_bin <= wr_ptr_bin + 1'b1;  
            end 
        end
    end
    always @(posedge clk_rd or posedge rst_rd) begin
        if (rst_rd) begin
            data_out <= 0;
            rd_ptr_bin <= 0;
        end else begin
            if (rd && !empty) begin
                data_out <= fifo[rd_ptr_bin[ptr_depth-1:0]];
                rd_ptr_bin <= rd_ptr_bin +1'b1;  
            end else begin
               if(!rd) begin 
                data_out <= 'bz;
               end 
            end
        end
    end
   always @(posedge clk_rd or posedge rst_rd) begin
        if (rst_rd) begin
            wr_ptr_s1 <= 0;
            wr_ptr_s2 <= 0;
        end else begin
            wr_ptr_s1 <= wr_ptr_gray;
            wr_ptr_s2 <= wr_ptr_s1;
        end
    end
    always @(posedge clk_wr or posedge rst_wr) begin
        if (rst_wr) begin
            rd_ptr_s1 <= 0;
            rd_ptr_s2 <= 0;
        end else begin
            rd_ptr_s1 <= rd_ptr_gray;
            rd_ptr_s2 <= rd_ptr_s1;
        end
    end
        assign full = {~wr_ptr_gray[ptr_depth], wr_ptr_gray[ptr_depth-1:0]} == rd_ptr_s2;
        assign empty = rd_ptr_gray == wr_ptr_s2;
endmodule
File: flow/run.sh
#!/bin/bash
# OpenROAD 26Q1-2900-gdf79404cd8, Yosys 0.63+post, stock flow scripts
make -C /OpenROAD-flow-scripts/flow DESIGN_CONFIG=/design/flow/config.mk WORK_HOME=/design/flow/orfs finish
==> README.md <==
| Group | Parameter | Value |
|:---|:---|:---|
| run status | Result of the run | complete, no violations |
| cells and area | Post-Route Utilization | 60.6% |
| floorplan | Std-Cell Rows | 31 |
| floorplan | Ports placed on the boundary | 24 |
| timing | Worst hold-check slack | 351 ps |
| worst setup path | Kind of end point of the critical path | primary output |
| synthesis | Post-synthesis sequential element count | 96 |
| clocking | CTS tree | done |
| synthesis | Mean instance size in the synthesized netlist | 15.3 µm² |
| worst setup path | Crit Path Max Fanout | 9 |
| synthesis | Cell area after technology mapping | 0.00389 mm² |
| cells and area | Fraction of layout instances using a drive strength above 1 | 14.2% |
| global route | Remaining global-route overflow | 0 |
| global route | Initial antenna violation count | 0 |
| routing | Routed length on met2 | 2910 µm |
| routing | Uppermost layer routed | met4 |
| synthesis | Part of the Yosys area used for sequential elements | 70.0% |
| worst setup path | Slowest cell on crit path | sky130_fd_sc_hd__clkdlybuf4s50_1 |
| cells and area | Cell Count, Final, Fillers Out | 387 |
| worst setup path | Sort of element at the start of the critical path | flip-flop |
| floorplan | Floorplan Core Area | 0.00737 mm² |
| routing | # diodes | 0 |
| cells and area | Count of fill cells added during filler insertion | 571 |
| floorplan | Chip area | 0.00814 mm² |
| synthesis | Total cells reported by yosys after synthesis | 254 |
| routing | Tally of nets with antenna violations remaining after routing | 0 |
| worst setup path | Arrival @ worst endpoint | 2120 ps |
| timing | Number of slew-limit violations in the final report | 0 |
| routing | Initial DRC count | 104 |
| worst setup path | CP max stage delay | 500 ps |
| floorplan | Die boundary height | 90.2 µm |
| pwr | Pwr dens | 1080 mW/mm² |
| clocking | Post-cts hold buffer count | 0 |
| worst hold path | Hold WC Path Type | reg -> reg |
| worst setup path | Data required, critical path | 2240 ps |
| timing | Setup Viol. Count Final | 0 |
| routing | Routed metal-1 wire length | 3370 µm |
| clocking | Setup Buffers After CTS | 0 |
| synthesis | Proportion of netlist area held by the largest area contributor | 49.4% |
| timing | Setup Total Neg Slack | 0 ps |
| placed design | Number of buffer cells added on primary ports | 22 |
| routing | Number of iterations in the first detailed-routing pass | 4 |
| synthesis | Count of different cell masters after synthesis | 36 |
| routing | WL final | 7110 µm |
| routing | Vias | 2111 |
| global route | Global routing usage summed across all routing layers | 20.5% |
| worst setup path | Critical path class | reg -> out |
| flow run | Maximum capacitance violations | 0 |
| timing | Setup repair after global routing missed its margin | no |
| flow run | OpenROAD warnings | 36 |
| routing | DRC violation count after routing | 0 |
| timing | Final-report hold violation count | 0 |
| synthesis | Total of warnings raised by yosys | 3 |
| global route | Wire length of the first global-routing pass | 11500 µm |
| routing | Met3 Wirelength | 687 µm |
| routing | Routed WL per cell | 18.4 µm |
| synthesis | Area figure in the yosys stat output | 0.00389 mm² |
| routing | Detail-routed via count per cell | 5.45 |
| global route | Largest net degree at the start of global routing | 25 |
| synthesis | Instance count of the mapped netlist | 254 |
| synthesis | Area leader, netlist | sky130_fd_sc_hd__edfxtp_1 |
| floorplan | Effective utilization at floorplan | 52.8% |
| floorplan | Width of the die | 90.2 µm |
| placed design | Gp weighted congestion | 0.783 |
| worst setup path | Number of buffers and inverters on the critical path | 1 |
| timing | Transition at the pin with the smallest max-transition slack | 784 ps |
| pwr | Worst supply voltage drop on vdd | 0.389 mV |
| global route | Number of global-route vias before repair | 2206 |
| placed design | Number of cells after detailed placement | 367 |
| pwr | Static leakage power | 1.71 nW |
| timing | Clock tree skew after final layout | 8.55 ps |
| timing | Remaining max-slew budget at the tightest pin | 47.7% |
| placed design | Detailed placer's ending HPWL | 4720 µm |
| pwr | Total design power | 4.81 mW |
| synthesis | Ranking of synthesized cells by area | sky130_fd_sc_hd__edfxtp_1, sky130_fd_sc_hd__dfrtp_1, sky130_fd_sc_hd__ha_1 |
| clocking | TritonCTS Sinks | 96 |
| cells and area | Area delta synth->final | 14.8% |
| worst setup path | Cell-by-cell trace of the critical path | ha_1 > xor2_1 > nor4_1 > clkdlybuf4s50_1 |
| clocking | Worst-path clk slew | 80 ps |
| worst setup path | Delay-heaviest family, CP | buffers and inverters |
-- cell type report --
type | count | area (µm²) | share of cell area [%]
clock inverters | 8 | 81.3 | 1.82
flip-flops and latches | 96 | 2730 | 61.0
clock buffers | 12 | 165 | 3.70
well taps | 99 | 124 | 2.77
multi-input cells | 136 | 1080 | 24.1
inverters | 9 | 33.8 | 0.756
repair buffers | 27 | 260 | 5.82
-- layout by cell type (no fill, tap or decap), drive strengths merged, types with 2 or more instances in the layout --
cell type / instances
nor2: 10
edfxtp: 64
nor4: 3
clkdlybuf4s50: 21
and2: 4
clkinv: 4
nand4: 3
nand3b: 3
clkbuf: 12
mux2: 11
nand3: 18
xor2: 8
dfrtp: 32
o31ai: 7
nand2: 9
inv: 11
a22o: 6
o21ai: 4
a22oi: 4
buf: 5
and3: 10
nor3: 3
xnor2: 4
ha: 16
xor3: 2
a221oi: 4
-- worst paths after layout --
path	start	endpoint	slack, ps	depth (start not counted)
max in group asynchronous	rst_rd	rd_ptr_bin[1]	1520	2
min in group asynchronous	rst_wr	rd_ptr_s1[2]	590	2
max in group clk1	wr_ptr_bin[1]	fifo[1][2]	470	6
setup / recovery	wr_ptr_bin[2]	full	120	4
hold reg to reg	wr_ptr_s1[2]	wr_ptr_s2[2]	350	0
min in group clk1	rd_ptr_s1[2]	rd_ptr_s2[2]	360	0
hold / removal	wr_ptr_s1[2]	wr_ptr_s2[2]	350	0
setup reg to reg	wr_ptr_bin[1]	fifo[1][2]	470	6
-- metal layers --
metal / vias to the layer above / track usage [%]
li1: 1004 / -
met1: 1011 / 35.7
met2: 83 / 26.7
met3: 13 / 9.88
met4: 0 / 3.63
met5: - / 0
-- sequential cells by signal, indices dropped and copies added (netlist names) --
name	flops
fifo	64
wr_ptr_bin	4
rd_ptr_bin	4
wr_ptr_s1	4
rd_ptr_s1	4
rd_ptr_s2	4
data_out	8
wr_ptr_s2	4
-- stage by stage --
step	instance area (µm²)	setup slack (ps)
2_1_floorplan	3890	380
3_3_place_gp	4210	376
3_5_place_dp	4210	342
4_1_cts	4460	0.443
5_1_grt	4470	5.69
6_report	4470	123
-- cells in the mapped netlist --
cell and count:
sky130_fd_sc_hd__dfrtp_1 32, sky130_fd_sc_hd__nand2b_1 1, sky130_fd_sc_hd__mux2i_1 1, sky130_fd_sc_hd__edfxtp_1 64, sky130_fd_sc_hd__xnor2_1 4, sky130_fd_sc_hd__nand3b_1 3, sky130_fd_sc_hd__clkbuf_2 1, sky130_fd_sc_hd__nor4_1 2
sky130_fd_sc_hd__o41ai_4 1, sky130_fd_sc_hd__or4_1 1, sky130_fd_sc_hd__nor2_1 9, sky130_fd_sc_hd__a221oi_1 4, sky130_fd_sc_hd__buf_2 7, sky130_fd_sc_hd__a222oi_1 1, sky130_fd_sc_hd__and3_1 10, sky130_fd_sc_hd__and2_1 4
sky130_fd_sc_hd__nor2_2 1, sky130_fd_sc_hd__xor3_1 2, sky130_fd_sc_hd__nor4_2 1, sky130_fd_sc_hd__a22oi_1 4, sky130_fd_sc_hd__nand4_1 3, sky130_fd_sc_hd__a22o_1 6, sky130_fd_sc_hd__o31ai_1 7, sky130_fd_sc_hd__nand3_1 18
sky130_fd_sc_hd__mux2_2 10, sky130_fd_sc_hd__nor3_1 3, sky130_fd_sc_hd__inv_1 9, sky130_fd_sc_hd__buf_1 2, sky130_fd_sc_hd__xor2_1 8, sky130_fd_sc_hd__nor2b_1 1, sky130_fd_sc_hd__clkbuf_1 3, sky130_fd_sc_hd__ha_1 16
sky130_fd_sc_hd__o21ai_0 4, sky130_fd_sc_hd__nand2_1 9, sky130_fd_sc_hd__a2bb2oi_1 1, sky130_fd_sc_hd__mux2_1 1
-- power by group --
| part | switching, mW | leakage (nW) | internal [mW] | total [mW] |
|---|---|---|---|---|
| clock network | 0.514 | 0.123 | 0.517 | 1.03 |
| registers | 0.198 | 0.950 | 1.86 | 2.06 |
| logic | 0.900 | 0.636 | 0.822 | 1.72 |
| total | 1.61 | 1.71 | 3.20 | 4.81 |
-- kinds of logic (layout without fill, tap and decap cells) --
| family | count (synthesis) | in the layout | share of synthesized area (%) |
|---|---|---|---|
| and+or+nand+nor | 66 | 66 | 9.07 |
| adders and majority gates | 16 | 16 | 5.14 |
| xor gates and xnor gates | 14 | 14 | 3.92 |
| buffers and inverters | 22 | 56 | 2.38 |
| DFF | 96 | 96 | 70.0 |
| muxes | 12 | 12 | 3.44 |
| AOI/OAI and AO/OA | 28 | 28 | 6.08 |
-- what timing repair did --
action | in CTS | in global routing
resized | 0 | 5
hold endpoints to repair | 0 | 0
endpoints found under the setup margin | 0 | 2
Power figures rest on the tool's default switching activity, not on a simulated workload.
